==> /design/flow/run.sh <==
#!/bin/bash
# OpenROAD 26Q1-2900-gdf79404cd8, Yosys 0.63+post, stock flow scripts
make -C /OpenROAD-flow-scripts/flow DESIGN_CONFIG=/design/flow/config.mk WORK_HOME=/design/flow/orfs finish
==> /design/flow/config.mk <==
export PLATFORM = sky130hd
export DESIGN_NAME = ALU_4bit
export DESIGN_NICKNAME = ALU_4bit
export VERILOG_FILES = /design/flow/design.v
export SDC_FILE = /design/flow/constraint.sdc
export NUM_CORES = 4
export LEC_CHECK = 1
export CORE_AREA = 10 10 70 70
export DIE_AREA = 0 0 80 80
==> /design/flow/constraint.sdc <==
current_design ALU_4bit

set clk_period 3.1
set clk_io_pct 0.2

create_clock -name clk0 -period $clk_period

set non_clock_inputs [all_inputs -no_clocks]
set_input_delay [expr $clk_period * $clk_io_pct] -clock clk0 $non_clock_inputs
set_output_delay [expr $clk_period * $clk_io_pct] -clock clk0 [all_outputs]
==> /design/flow/design.v <==
module or_nand (
    input a,b,
    output out
);
   wire a1,b1;
   nand n1(a1,a,a);
   nand n2(b1,b,b);
   nand n3(out,b1,a1);
endmodule
module and_nand (
    input a,b,
    output out
);
    wire o1; 
    nand n4(o1,b,a);
    nand n5(out,o1,o1);
endmodule
module nand_xor (
    input a,b,
    output out
);
    wire w1,w2,not_a,not_b;
    nand n6(not_a,a,a);
    nand n7(not_b,b,b);
    nand n8(w1,not_a,b);
    nand n9(w2,a,not_b);
    nand n10(out,w1,w2);
endmodule
module full_adder_nand (         
    input a,b,c,
    output sum,carry
);
    wire a_xor_b,a_and_b,w1;
    nand_xor m1(a,b,a_xor_b);
    nand_xor m2(a_xor_b,c,sum);
    and_nand m3(a,b,a_and_b);
    and_nand m4(c,a_xor_b,w1);
    or_nand m5(a_and_b,w1,carry);
endmodule
module ALU_4bit #(parameter  width = 4 ) (
    input signed [width-1:0] a,b,                    
    input [1:0] sel,
    output reg signed [width-1:0] out,  
    output reg carry
);
wire [width:0] c ;
wire [width-1:0] and_out,or_out,adder_out,sum_out;
assign c[0]=0;
genvar i;
generate             
        for (i=0;i<width;i=i+1)begin: gen_loop
        and_nand main1(a[i],b[i],and_out[i]);       
        or_nand main2(a[i],b[i],or_out[i]);        
        full_adder_nand main3(a[i],b[i],c[i],sum_out[i],c[i+1]);       
       end 
endgenerate
always @(*) begin
    case (sel)
        2'b00: out = and_out;
        2'b01: out = or_out;
        2'b10:begin
            out=sum_out;
            carry = c[width];
        end
        default: out = {width{1'b0}};
    endcase
end
endmodule
==> impl_metrics.prom <==
# HELP chip_impl_metric Metrics from one implementation run
# TYPE chip_impl_metric gauge
chip_impl_metric{name="synthDominantCellAreaShare",unit=""} 0.324
chip_impl_metric{name="top_level_ports",unit=""} 15
chip_impl_metric{name="die.size.y",unit="microns"} 80
chip_impl_metric{name="final_wtd_congestion",unit=""} 0.749
chip_impl_metric{name="insertedDiodeCount",unit=""} 0
chip_impl_metric{name="p_total",unit="mW"} 0.0519
chip_impl_metric{name="drive_above_1_share",unit=""} 0.148
chip_impl_info{name="min_path_type",value="input pin to output pin"} 1
chip_impl_info{name="critPathCaptureType",value="output pin"} 1
chip_impl_metric{name="initialDrtViolationCount",unit=""} 1
chip_impl_metric{name="routed_wl",unit="microns"} 778
chip_impl_metric{name="maxCapViolations",unit=""} 0
chip_impl_metric{name="number_of_register_pins_that_no_clock_reaches",unit=""} 1
chip_impl_metric{name="final-setup-viol-count",unit=""} 0
chip_impl_metric{name="initial_core_util",unit=""} 0.0905
chip_impl_metric{name="postLayoutCellArea",unit="sq um"} 502
chip_impl_metric{name="route.vias.total",unit=""} 267
chip_impl_metric{name="grt_first_pass_wirelength",unit="microns"} 1270
chip_impl_metric{name="post_dp_cell_area",unit="sq um"} 513
chip_impl_metric{name="critPathMaxFanout",unit=""} 3
chip_impl_metric{name="post-route-period-util",unit=""} 0.970
chip_impl_info{name="worstSetupPathType",value="input pin to output pin"} 1
chip_impl_metric{name="ys_warn_count",unit=""} 1
chip_impl_metric{name="grt_antenna_before_repair",unit=""} 0
chip_impl_metric{name="final.setup.worst_slack",unit="ps"} 92.7
chip_impl_info{name="grt_setup_unrepaired",value="no"} 1
chip_impl_metric{name="worst-slew-pin-transition",unit="ps"} 361
chip_impl_metric{name="dp.final_hpwl",unit="microns"} 710
chip_impl_metric{name="p_clk_frac",unit=""} 0
chip_impl_metric{name="power.switching",unit="mW"} 0.0212
chip_impl_metric{name="route.detailed.vias_per_inst",unit=""} 2.67
chip_impl_metric{name="comb_area",unit="sq um"} 253
chip_impl_info{name="synthTopCellsByArea",value="sky130_fd_sc_hd__ha_1 32%, sky130_fd_sc_hd__fa_1 19%, sky130_fd_sc_hd__inv_1 12%, sky130_fd_sc_hd__nand2_1 8.5%, sky130_fd_sc_hd__o21ai_1 8.1%"} 1
chip_impl_metric{name="worstPathArrival",unit="ps"} 2390
chip_impl_metric{name="max_freq",unit="MHz"} 333
chip_impl_metric{name="pwr_density_cell",unit="nW/um^2"} 103
chip_impl_info{name="post_synth_top_area_cell",value="sky130_fd_sc_hd__ha_1"} 1
chip_impl_metric{name="synth_flop_count",unit=""} 1
chip_impl_metric{name="fin_crit",unit="ps"} 3010
chip_impl_info{name="worst_setup_path_start_kind",value="input pin"} 1
chip_impl_metric{name="core.rowCount",unit=""} 21
chip_impl_metric{name="p_comb_frac",unit=""} 0.962
chip_impl_metric{name="required",unit="ps"} 2480
chip_impl_metric{name="die_area",unit="sq um"} 6400
chip_impl_metric{name="place.detailed.instances",unit=""} 100
chip_impl_info{name="status",value="finished, final reports clean"} 1
chip_impl_metric{name="ys_cells",unit=""} 39
chip_impl_metric{name="report.final.hold_viol_count",unit=""} 0
chip_impl_metric{name="final-instance-count-excl-fill",unit=""} 100
chip_impl_metric{name="worstHoldPathCells",unit=""} 3
chip_impl_metric{name="grt_start_max_net_pins",unit=""} 9
chip_impl_metric{name="post_cts_hold_buffer_count",unit=""} 0
chip_impl_metric{name="unconstrained_endpoints",unit=""} 2
chip_impl_metric{name="ant_nets",unit=""} 0
chip_impl_metric{name="cts_post_setup_buffers_inserted",unit=""} 0
chip_impl_metric{name="via_count_of_the_first_global_routing_pass",unit=""} 264
chip_impl_metric{name="drc",unit=""} 0
chip_impl_metric{name="netlist_instances",unit=""} 39
chip_impl_metric{name="stage_log_warnings",unit=""} 40
chip_impl_metric{name="yosys-stat-area",unit="sq um"} 309
chip_impl_metric{name="max_slew_margin",unit=""} 0.759
chip_impl_metric{name="grt-ovfl-total",unit=""} 0
chip_impl_metric{name="finalMaxSlewViolations",unit=""} 0
chip_impl_metric{name="sw_frac_of_total",unit=""} 0.408
chip_impl_metric{name="core_area",unit="sq um"} 3420
chip_impl_metric{name="cell_internal_pwr",unit="mW"} 0.0307
chip_impl_metric{name="utilization",unit=""} 0.147
chip_impl_metric{name="route.detailed.wl_per_inst",unit="microns"} 7.78
chip_impl_metric{name="track_usage",unit=""} 0.0237
chip_impl_metric{name="synth.cell_area",unit="sq um"} 309
chip_impl_metric{name="io_buffer_count",unit=""} 15
chip_impl_metric{name="area_delta_synth_final",unit="%"} 62.3
chip_impl_metric{name="fin_worst_hold_slack",unit="ps"} 1990
chip_impl_metric{name="nFillCells",unit=""} 388
chip_impl_metric{name="p_seq_frac",unit=""} 0.038
chip_impl_metric{name="chipWidth",unit="microns"} 80
chip_impl_metric{name="drt_pass1_iterations",unit=""} 2
chip_impl_metric{name="total_negative_setup_slack",unit="ps"} 0
chip_impl_metric{name="largest_register_ffs",unit=""} 1
chip_impl_metric{name="cellLeakagePower",unit="nW"} 0.240
chip_impl_metric{name="pre_cts_slack",unit="ps"} -707
chip_impl_metric{name="synthesis.area_per_instance",unit="sq um"} 7.92
chip_impl_metric{name="max-vdd-ir-drop",unit="uV"} 40.4
chip_impl_metric{name="final-seq-area",unit="sq um"} 15.0
chip_impl_metric{name="number_of_unique_standard_cell_types_used_by_synthesis",unit=""} 10
==> kinds of logic (layout without fill, tap and decap cells) <==
logic type,Yosys count,count (layout),synth area share
fa+ha+maj,11,11,0.518
buf+inv,11,26,0.158
simple gates,8,8,0.130
compound gates,7,7,0.113
mux,1,1,0.0324
latches,1,1,0.0486
==> cells in the mapped netlist <==
master                    instances
sky130_fd_sc_hd__mux2i_1          1
sky130_fd_sc_hd__nand2_1          7
sky130_fd_sc_hd__inv_1           10
sky130_fd_sc_hd__o21ai_0          2
sky130_fd_sc_hd__fa_1             3
sky130_fd_sc_hd__dlxtn_1          1
sky130_fd_sc_hd__nor2b_4          1
sky130_fd_sc_hd__ha_1             8
sky130_fd_sc_hd__o21ai_1          5
sky130_fd_sc_hd__buf_6            1
==> per-layer routing <==
metal | track usage | up-vias | part of all wire
met3 | 0.0170 | 0 | 0.20
met1 | 0.0367 | 108 | 0.55
met4 | 0 | 0 | 0
met5 | 0 | - | 0
li1 | - | 145 | -
met2 | 0.0257 | 14 | 0.25
==> cells in the final DEF, fill, tap and decap left out <==
cell type and n:
sky130_fd_sc_hd__buf_2 1, sky130_fd_sc_hd__buf_4 1, sky130_fd_sc_hd__clkbuf_2 2, sky130_fd_sc_hd__clkdlybuf4s50_1 9, sky130_fd_sc_hd__dlxtn_1 1, sky130_fd_sc_hd__dlygate4sd2_1 3, sky130_fd_sc_hd__fa_1 1, sky130_fd_sc_hd__fa_2 2
sky130_fd_sc_hd__ha_1 7, sky130_fd_sc_hd__ha_2 1, sky130_fd_sc_hd__inv_1 10, sky130_fd_sc_hd__mux2i_1 1, sky130_fd_sc_hd__nand2_1 7, sky130_fd_sc_hd__nor2b_4 1, sky130_fd_sc_hd__o21ai_0 2, sky130_fd_sc_hd__o21ai_1 5
==> final cells by class <==
cell class              instances  share of cell area
flip-flops and latches          1              0.0299
multi-input cells              27               0.504
inverters                      10              0.0748
repair buffers                 16               0.277
well taps                      46               0.115
==> critical path: stages <==
cell and delay (ps):
sky130_fd_sc_hd__dlygate4sd2_1 280, sky130_fd_sc_hd__fa_2 410, sky130_fd_sc_hd__fa_2 360, sky130_fd_sc_hd__fa_1 480, sky130_fd_sc_hd__nand2_1 50, sky130_fd_sc_hd__o21ai_1 70, sky130_fd_sc_hd__buf_2 120
==> power groups by stage <==
| stage | clock (mW) | combinational, mW | sequential, mW |
|---|---|---|---|
| after CTS | 0 | 0.0519 | 0.00203 |
| after global routing | 0 | 0.0580 | 0.00219 |
| final | 0 | 0.0499 | 0.00197 |
==> final timing paths <==
check / startpoint / endpoint / slack (ps)
setup / recovery: a[1] / out[3] / 90
hold / removal: sel[1] / out[3] / 1990
==> what timing repair did <==
| item | CTS | global route |
|---|---|---|
| pin swaps | 2 | 3 |
| resized | 12 | 4 |
| hold endpoints to repair | 0 | 0 |
| setup endpoints to repair | 2 | 1 |
No activity file was given, so power comes from the tool's default toggle rates.
