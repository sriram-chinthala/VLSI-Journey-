==> design/flow/design.v <==
module alu #(
    parameter DATA_WIDTH = 8,
    parameter SHIFT_BITS = $clog2(DATA_WIDTH)
) (
    input [DATA_WIDTH-1:0] a,                    
    input [DATA_WIDTH-1:0] b,                    
    input [4:0] opcode,
    input [SHIFT_BITS-1:0] shift_amount,
    output reg [DATA_WIDTH-1:0] result,          
    output reg carry_out,
    output reg [2*DATA_WIDTH-1:0] mult_result
);
    wire [DATA_WIDTH-1:0] arith_result;
    wire arith_carry;
    wire [2*DATA_WIDTH-1:0] arith_mult_result;
    wire [DATA_WIDTH-1:0] logic_result;
    wire [DATA_WIDTH-1:0] shift_result;
    wire [1:0] unit_select = opcode[4:3];
    wire [2:0] unit_opcode = opcode[2:0];
    arithmetic_unit #(.DATA_WIDTH(DATA_WIDTH)) arith_inst (
        .a(a),
        .b(b),
        .arith_op(unit_opcode),
        .result(arith_result),
        .carry_out(arith_carry),
        .mult_result(arith_mult_result)
    );
    logic_unit #(.DATA_WIDTH(DATA_WIDTH)) logic_inst (
        .a(a),
        .b(b),
        .logic_op(unit_opcode),
        .result(logic_result)
    );
    shifter #(
        .DATA_WIDTH(DATA_WIDTH),
        .SHIFT_AMOUNT_WIDTH(SHIFT_BITS)
    ) shifter_inst (
        .data(a),               
        .shift_amount(shift_amount),
        .shift_op(unit_opcode[1:0]),
        .result(shift_result)
    );
    always @(*) begin
        case (unit_select)
            2'b00: begin   
                result = arith_result;
                carry_out = arith_carry;
                mult_result = arith_mult_result;
            end
            2'b01: begin   
                result = logic_result;
                carry_out = 1'b0;
                mult_result = {2*DATA_WIDTH{1'b0}};
            end
            2'b10: begin   
                result = shift_result;
                carry_out = 1'b0;
                mult_result = {2*DATA_WIDTH{1'b0}};
            end
            2'b11: begin   
                result = {DATA_WIDTH{1'b0}};
                carry_out = 1'b0;
                mult_result = {2*DATA_WIDTH{1'b0}};
            end
            default: begin
                result = {DATA_WIDTH{1'b0}};
                carry_out = 1'b0;
                mult_result = {2*DATA_WIDTH{1'b0}};
            end
        endcase
    end
endmodule
module arithmetic_unit #(
    parameter DATA_WIDTH = 8
) (
    input [DATA_WIDTH-1:0] a, b,
    input [2:0] arith_op,
    output reg [DATA_WIDTH-1:0] result,
    output reg carry_out,
    output reg [2*DATA_WIDTH-1:0] mult_result
);
    wire [DATA_WIDTH:0] add_result, sub_result;
    assign add_result = a + b;
    assign sub_result = a - b;
    always @(*) begin
        case (arith_op)
            3'b000: begin
                result = add_result[DATA_WIDTH-1:0];   
                carry_out = add_result[DATA_WIDTH];     
            end
            3'b001: begin
                result = sub_result[DATA_WIDTH-1:0];
                carry_out = sub_result[DATA_WIDTH];
            end
            3'b010: begin
                result = a + 1;   
                carry_out = (a == {DATA_WIDTH{1'b1}});
            end
            3'b011: begin
                result = a - 1;   
                carry_out = (a == {DATA_WIDTH{1'b0}});
            end
            3'b100: begin 
                mult_result = a * b;  
                carry_out=1'b0;
            end
            default: begin
                result = {DATA_WIDTH{1'b0}};
                carry_out = 1'b0;
            end
        endcase
    end
endmodule
module logic_unit #(
    parameter DATA_WIDTH = 8
) (
    input [DATA_WIDTH-1:0] a, b,
    input [2:0] logic_op,
    output  reg [DATA_WIDTH-1:0] result
);
    always @(*) begin
        case (logic_op)
            3'b000: result = a & b;       
            3'b001: result = a | b;       
            3'b010: result = a ^ b;       
            3'b011: result = ~a;          
            3'b100: result = ~(a & b);    
            3'b101: result = ~(a | b);     
            3'b110 : result = ~(a ^ b);    
            default: result = {DATA_WIDTH{1'b0}};
        endcase
    end
endmodule
module shifter #(
    parameter DATA_WIDTH = 8,
    parameter SHIFT_AMOUNT_WIDTH = $clog2(DATA_WIDTH)
) (
    input signed [DATA_WIDTH-1:0] data,
    input [SHIFT_AMOUNT_WIDTH-1:0] shift_amount,
    input [1:0] shift_op,
    output reg [DATA_WIDTH-1:0] result
);
    always @(*) begin
        case (shift_op)
            2'b00: result = data << shift_amount;   
            2'b01: result = data >> shift_amount;   
            2'b10: result = data >>> shift_amount;  
            default: result = data;
        endcase
    end
endmodule
==> design/flow/run.sh <==
#!/bin/bash
# OpenROAD 26Q1-2900-gdf79404cd8, Yosys 0.63+post, stock flow scripts
make -C /OpenROAD-flow-scripts/flow DESIGN_CONFIG=/design/flow/config.mk WORK_HOME=/design/flow/orfs finish
==> design/flow/config.mk <==
export PLATFORM = sky130hd
export DESIGN_NAME = alu
export DESIGN_NICKNAME = alu
export VERILOG_FILES = /design/flow/design.v
export SDC_FILE = /design/flow/constraint.sdc
export NUM_CORES = 4
export LEC_CHECK = 1
export CORE_UTILIZATION = 40
==> design/flow/constraint.sdc <==
current_design alu

set clk_period 3.6
set clk_io_pct 0.2

create_clock -name clk0 -period $clk_period

set non_clock_inputs [all_inputs -no_clocks]
set_input_delay [expr $clk_period * $clk_io_pct] -clock clk0 $non_clock_inputs
set_output_delay [expr $clk_period * $clk_io_pct] -clock clk0 [all_outputs]
==> impl_metrics.py <==
# Generated from Yosys and OpenROAD reports
metrics = {
    "hold_path": {
        "worstHoldStart": "a[7]",
        "min_path_cells": 9,
        "hold_class": "in2out",
        "hold_end": "carry_out",
    },
    "synth": {
        "synth_cells": 632,
        "enable_flop_cells": 0,
        "yosysWarnings": 4,
        "ys_area_mm2": 0.00493,
        "yosys.area.top_type_share_pct": 18.5,
        "ys_ff": 24,
        "netlist_area_mm2": 0.00493,
        "ff_type": "dlxtp_1",
        "async_flop_share_pct": 0,
        "top_cells_by_area": "ha_1 (19%), fa_1 (16%), nor2_1 (6.0%)",
        "ys_cells": 632,
        "top_cells_by_count": "nor2_1 (79), inv_1 (75), ha_1 (73)",
        "synth.most_common_cell": "nor2_1",
        "synth_area_leader_cell": "ha_1",
        "synth_cell_types": 63,
        "postSynthAreaPerCell_um2": 7.80,
    },
    "grt": {
        "grt-ovfl-total": 0,
        "grt_use_total_pct": 25.7,
        "antenna_found_initial": 0,
        "grt_start_max_net_pins": 26,
        "grt_pass1_vias": 4970,
        "grt_pass1_wl_mm": 25.1,
    },
    "power_and_ir_drop": {
        "p_per_area_mw_per_mm2": 218,
        "fin_total_pwr_uw": 1480,
        "internal_power_uw": 734,
        "ir_worst_vdd_uv": 337,
        "switching_share_pct": 50.3,
        "pwr-share-seq_pct": 4.9,
        "clock_power_share_pct": 0,
        "pwr-share-comb_pct": 95.1,
        "power.switching_uw": 743,
        "p_leak_uw": 0.00337,
    },
    "finish": {
        "final_core_util_pct": 56.4,
        "flop_area_um2": 360,
        "nFillCells": 1081,
        "instances_no_fill": 936,
        "layout-drive-gt1-share_pct": 25.0,
        "syn2layout_area_growth_pct": 37.4,
        "mi_logic_area_mm2": 0.00432,
    },
    "route": {
        "first_pass_iters": 5,
        "first_iter_violations": 256,
        "ant_nets": 0,
        "drt-total-wl_mm": 15.4,
        "vias": 5048,
        "diodes": 0,
        "wire_per_inst_um": 16.5,
        "drc": 0,
        "via_per_inst": 5.39,
    },
    "final_timing": {
        "max_freq_mhz": 282,
        "unclocked_regs": 24,
        "hold_violations": 0,
        "worst_slack_ps": 48.6,
        "untimed_endpoints": 24,
        "slew_headroom_pct": 67.4,
        "timing.final.crit_period_ps": 3550,
        "finalSetupViolations": 0,
        "worst_pin_slew_ps": 482,
        "rsz0062_at_grt": "true",
        "finalClockPeriodUsage_pct": 98.6,
        "drv_slew": 0,
    },
    "place": {
        "io_buffers": 49,
        "dpl_worst_slack_ps": -841,
        "placed_cells": 919,
        "hpwl_mm": 12.5,
        "gp_congestion": 0.981,
    },
    "floorplan": {
        "row_count": 40,
        "dieArea_mm2": 0.0128,
        "initial_core_util_pct": 41.0,
        "die_y_um": 113,
        "core_area_mm2": 0.0120,
        "io_pins": 49,
        "die_w_um": 113,
    },
    "worst_setup_path": {
        "worstPathRequired_ps": 2880,
        "start_kind": "input port",
        "crit_arrival_ps": 2830,
        "cp_max_fo": 12,
        "worstSetupPathType": "in2out",
        "cp-end-kind": "primary output",
    },
    "flow_run": {
        "cap_violations": 0,
        "warnings": 56,
    },
    "run_status": {
        "status": "completed",
    },
}
[placed cells by master, fill, tap and decap left out, types with 4 or more instances in the layout]
| master | count |
|---|---|
| a21oi_1 | 35 |
| o21a_1 | 4 |
| o22ai_1 | 6 |
| nor3_1 | 6 |
| nand2b_1 | 8 |
| o21ai_0 | 11 |
| mux4_2 | 4 |
| a211oi_1 | 5 |
| buf_4 | 128 |
| and2_1 | 18 |
| dlygate4sd2_1 | 10 |
| o21ai_1 | 10 |
| nand3_1 | 12 |
| xnor2_1 | 18 |
| inv_1 | 68 |
| xor2_1 | 10 |
| mux2i_1 | 15 |
| nor4_1 | 4 |
| a31oi_1 | 10 |
| ha_1 | 63 |
| dlxtn_1 | 8 |
| a22oi_1 | 5 |
| buf_6 | 9 |
| a21o_1 | 9 |
| ha_4 | 6 |
| clkdlybuf4s50_1 | 30 |
| nor2b_1 | 10 |
| nand2_1 | 36 |
| inv_2 | 9 |
| nor2_1 | 79 |
| dlxtp_1 | 16 |
| fa_1 | 38 |
| a221o_1 | 4 |
| buf_2 | 4 |
| ha_2 | 4 |
[worst max-delay path by stage]
| stage | startpoint | end |
|---|---|---|
| 4_1_cts | a[0] | carry_out |
| 5_1_grt | b[4] | result[4] |
| 6_report | a[0] | carry_out |
[sequential cells by signal, indices dropped and copies added (netlist names)]
signal	cells
arith_inst.result	8
arith_inst.mult_result	16
[metrics by stage]
step	cell area, µm²	hold slack (ps)	TNS [ps]
after floorplan	4930	1460	0
after global placement	6400	2680	-2630
after detailed placement	6400	2680	-2680
after CTS	6560	2430	-65.6
after global routing	6770	2460	-62.7
final	6770	2420	0
[critical path, stage by stage]
cell and delay [ps]:
buf_8 100, buf_4 190, ha_1 240, fa_1 400, a21o_1 190, a21oi_2 160, nor2b_1 60, o21a_1 170
o2111ai_1 230, a2111oi_2 100, buf_4 150, buf_2 100
[power groups by stage]
stage     clock network [µW]  logic, µW  registers [µW]
5_1_grt                    0       1590            74.3
6_report                   0       1410            72.2
4_1_cts                    0       1380            72.5
[area by class of cell]
cell class | instances | area share (%)
Inverter | 81 | 4.58
Multi-Input combinational cell | 493 | 63.8
Tap cell | 147 | 2.72
Sequential cell | 24 | 5.32
Timing Repair Buffer | 191 | 23.6
[routing by layer]
| layer | vias up | GRT usage, % | wire [µm] |
|---|---|---|---|
| li1 | 2485 | - | - |
| met1 | 2405 | 36.1 | 6840 |
| met2 | 138 | 43.3 | 7480 |
| met3 | 20 | 3.60 | 779 |
| met4 | 0 | 5.61 | 326 |
| met5 | - | 0 | 0 |
[logic make-up after synthesis]
family,after synthesis,share of synthesized area (%)
compound gates,141,19.1
xor+xnor,28,4.98
fa+ha+maj,113,34.6
buf+inv,115,9.45
latches,24,7.31
mux,24,6.91
simple gates,187,17.6
[repair_timing]
| action | 4_1_cts | 5_1_grt |
|---|---|---|
| resized | 57 | 41 |
| endpoints found under the setup margin | 9 | 8 |
| setup buffers | 6 | 9 |
| hold endpoints to repair | 0 | 0 |
| hold buffers | 0 | 0 |
| pin swaps | 17 | 14 |
| cloned | 2 | 0 |
No activity file was given, so power comes from the tool's default toggle rates.
